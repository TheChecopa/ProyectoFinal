### /design/flow/config.mk
export PLATFORM = sky130hd
export DESIGN_NAME = buffer2
export DESIGN_NICKNAME = buffer2
export VERILOG_FILES = /design/flow/design.v
export SDC_FILE = /design/flow/constraint.sdc
export NUM_CORES = 4
export LEC_CHECK = 1
export CORE_AREA = 10 10 204 204
export DIE_AREA = 0 0 214 214
export SYNTH_HDL_FRONTEND = slang
### /design/flow/constraint.sdc
current_design buffer2

set clk_period 1.0
set clk_io_pct 0.2

create_clock -name clk0 -period $clk_period [get_ports {clk}]

set non_clock_inputs [all_inputs -no_clocks]
set_input_delay [expr $clk_period * $clk_io_pct] -clock clk0 $non_clock_inputs
set_output_delay [expr $clk_period * $clk_io_pct] -clock clk0 [all_outputs]
### /design/flow/design.v
module buffer2
(
	input [31:0] dr1, dr2, sign,
	input [4:0] AW, Inm,
	input [5:0] sel,
	input [31:0] cuatro, con,
	input [2:0] aluop,
	input clk, regdst, regwrite, memtoreg, alusrc, er, ew, pcsrc, jump,
	output reg [31:0] out_cuatro,
	output reg [31:0] dr1_out, dr2_out, sign_out, out_con,
	output reg [4:0] out_AW, out_Inm,
	output reg [2:0] out_aluop,
	output reg out_regdst, out_regwrite, out_memtoreg, out_alusrc, er_out, ew_out, out_pcsrc, out_jump,
	output reg [5:0] sel_out 
);
always @(posedge clk)
	begin
		dr1_out <= dr1;
		dr2_out <= dr2;
		sel_out <= sel;
		out_AW <= AW;
		out_aluop <= aluop;
		out_regdst <= regdst;
		out_regwrite <= regwrite;
		out_memtoreg <= memtoreg;
		out_alusrc <= alusrc;
		out_Inm <= Inm;
		sign_out <= sign;
		er_out <= er;
		ew_out <= ew;
		out_pcsrc <= pcsrc;
		out_cuatro <= cuatro;
		out_con <= con;
		out_jump <= jump;
	end
endmodule 
### /design/flow/run.sh
#!/bin/bash
# OpenROAD 26Q1-2900-gdf79404cd8, Yosys 0.63+post, stock flow scripts
make -C /OpenROAD-flow-scripts/flow DESIGN_CONFIG=/design/flow/config.mk WORK_HOME=/design/flow/orfs finish
==> metrics.csv <==
metric,value,unit
crit path kind,reg -> out,
"Design Area, Final",7874,µm²
initial DRC count,68,
failing checks,negative setup slack,
syn avg cell area,20.02,µm²
Least-Margin Pin Slew,195.1,ps
"Hold Vio Cnt, Final",0,
RePlAce Congestion,0.7829,
MI comb cells,0,
Routed WL,14660,µm
routed vias,2828,
Placed Instance Area,8127,µm²
CTS buffer count,17,
Complex Gates by Area,0,
Post-Syn Instances,187,
Post-Synth Simple-Gate Area,0,
HPWL after detailed placement,12000,µm
layout cell share with drive strength beyond 1,0.4148,
"Max FO, Critical Path",1,
pre-CTS WS,-66.33,ps
fin util,0.2105,
RSZ-0062 raised after global routing,yes,
final worst setup slack,-69.75,ps
CTS tree,yes,
P per Cell Area,2011,nW/µm²
MI comb area,0,µm²
Static Leak,3.343,nW
CTS sink cnt,187,
Top cell excl fill/tap,clkdlybuf4s50_1,
Die Y,214,µm
grt ovf,0,
Crit path depth,1,
Post-synth seq share,1.000,
IO Count,375,
Starting Density,0.1001,
Worst VDD drop,1097,µV
Crit. Startpoint,dr1_out[11],
distinct lib cells,1,
Synth Area in Adders,0,
DRT antenna net count,0,
DRC,0,
global-route wire length before repair,21370,µm
startpoint class of the critical path,flip-flop,
stage-log warning count,27,
worst endpoint required time,800,ps
end of the critical path,dr1_out[11],
max-cap violations,0,
"FF+latch count, synth",187,
chip area,45800,µm²
WP buf/inv,1,
DRT Pass-1 Iters,3,
Die Width,214,µm
core area,37400,µm²
power consumption,15.84,mW
Rows,71,
"Min Clock Period, post-route",1070,ps
crit end category,output port,
initial antenna violation count,0,
crit-path cells,buf_6,
number of H-tree levels,4,
crit path DAT,870,ps
Final period util,1.070,
vias per inst,2.562,
outcome,"complete, but fails checks",
vias in the first global route,3152,
Max Fclk,934.8,MHz
Worst Hold Class,in -> reg,
YS warnings,0,
slowest cell delay on critical path,330,ps
CTS Root Cell,clkbuf_16,
Rel. slew slack,0.8699,
Top delay family on crit path,flip-flops,
# Cells Yosys,187,
setup tns final,-7463,ps
post-synth area from yosys stat,3744,µm²
PortBufs,374,
final setup vio count,187,
most numerous logic cells after layout,"clkdlybuf4s50_1, buf_2, dfxtp_1",
per-cell routed wire length,13.28,µm
Ant. Diodes,0,
Final Max Slew Viols,0,
Area Overhead vs Synth,110.3,%
Clock transition at path regs,70,ps
Post-CTS Setup Bufs,0,
Longest Clk Path Bufs,2,
Global Route Usage Sum,0.06245,
largest net degree at the start of global routing,19,
Crit-path slowest cell,dfxtp_2,
Mux cell area share,0,
"XOR Share, Synth",0,
Mapped Area,3744,µm²
==> cells by family (layout without fill, tap and decap cells) <==
| logic type | count (synthesis) | count (layout) |
|---|---|---|
| buffers and inverters | 0 | 406 |
| DFF | 187 | 187 |
==> per-stage QoR <==
step / hold WS [ps] / cells
4_1_cts: 152.3 / 1104
3_5_place_dp: 651.6 / 1072
2_1_floorplan: 227.7 / 187
3_3_place_gp: 648.2 / 1072
5_1_grt: 149.5 / 1104
6_report: 195.2 / 1104
==> power breakdown <==
part	internal, mW	switching, mW
logic	0.893	0.194
clock network	3.61	3.21
registers	7.85	0.0830
total	12.4	3.49
==> cell type report <==
class,count,area (µm²)
Clock inverter,14,153.9
Tap cell,511,639.4
Timing Repair Buffer,374,2864
Fill cell,4016,29530
Clock buffer,18,439.2
Sequential cell,187,3777
==> flip-flops by register name, summed over array words and instances, names as in the netlist <==
register and count:
dr1_out 32, dr2_out 32, er_out 1, ew_out 1
out_AW 5, out_Inm 5, out_aluop 3, out_alusrc 1
out_con 32, out_cuatro 32, out_jump 1, out_memtoreg 1
out_pcsrc 1, out_regdst 1, out_regwrite 1, sel_out 6
sign_out 32
==> repair_timing <==
action                                  4_1_cts  5_1_grt
gates resized                               622       14
hold buffers                                  0        0
endpoints found under the setup margin      187      187
pin swaps                                     0        0
==> routing by layer <==
metal  vias to the layer above  wire length [µm]  GRT usage  part of all wire
met3                        10              1806    0.03762              0.12
met1                      1259              5412    0.06594              0.37
met4                         0               261    0.01071             0.018
met2                       192              7181     0.1058              0.49
li1                       1367                 -          -                 -
met5                         -                 0          0                 0
==> how the worst min path moves through the flow <==
stage / from / endpoint / cells after the start
5_1_grt: con[23] / out_con[23] / 1
6_report: con[17] / out_con[17] / 1
4_1_cts: dr1[11] / dr1_out[11] / 1
==> Yosys cell counts <==
cell type,number,area [µm²]
dfxtp_1,187,3744
Power is estimated from default activity; no workload was simulated.
