==> /design/flow/run.sh <==
#!/bin/bash
# OpenROAD 26Q1-2900-gdf79404cd8, Yosys 0.63+post, stock flow scripts
make -C /OpenROAD-flow-scripts/flow DESIGN_CONFIG=/design/flow/config.mk WORK_HOME=/design/flow/orfs finish
==> /design/flow/design.v <==
module banco
(
	input [4:0] AR1, AR2, AW,
	input en,
	input [31:0] DW,
	output reg [31:0] DR1, 
	output reg [31:0] DR2
);
reg [31:0] m [0:31];
always @(*)
begin
	case (en)
		1'b1:
			begin
				m[AW] = DW;
			end
	endcase
		DR1 = m[AR1];
		DR2 = m[AR2];
end	
endmodule 
==> /design/flow/config.mk <==
export PLATFORM = sky130hd
export DESIGN_NAME = banco
export DESIGN_NICKNAME = banco
export VERILOG_FILES = /design/flow/design.v
export SDC_FILE = /design/flow/constraint.sdc
export NUM_CORES = 4
export LEC_CHECK = 1
export CORE_UTILIZATION = 30
export SYNTH_HDL_FRONTEND = slang
==> /design/flow/constraint.sdc <==
current_design banco

set clk_period 27.2
set clk_io_pct 0.2

create_clock -name clk0 -period $clk_period

set non_clock_inputs [all_inputs -no_clocks]
set_input_delay [expr $clk_period * $clk_io_pct] -clock clk0 $non_clock_inputs
set_output_delay [expr $clk_period * $clk_io_pct] -clock clk0 [all_outputs]
==> ci_impl_report.md <==
## PnR job results

| Metric | Value |
|---|---|
| Transition at the pin with the smallest max-transition slack | around 1300 ps |
| Number of register pins that no clock reaches | a little over 1000 |
| Gr ovfl total | 0 |
| Registers, synthesis | 1024 |
| Headroom to the max-slew limit | 10.03% |
| Buffers inserted during post-CTS setup optimization | 0 |
| Tally of buffers added on design ports | roughly 110 |
| DRT antenna net count | 0 |
| Multi-input logic area | 0.02558 mm² |
| Setup slack at placement | 11180 ps |
| Per-cell routed wire length | ~33 µm |
| Largest register FFs | approximately 1000 |
| Final core utilization | 32.13% |
| Internal power | 148.7 µW |
| CORE AREA | 0.1437 mm² |
| Total wirelength of the detailed-routed design | between 200 and 250 mm |
| DR iter-0 viols | 6215 |
| Avg Inst Size Synth | approximately 7.4 µm² |
| Kind of critical path | in -> out |
| Setup repair after global routing missed its margin | false |
| IR drop worst, VDD | 9.189 µV |
| Area taken by flip-flops and latches | roughly 0.015 mm² |
| Startpoint kind of the worst setup timing path | input pin |
| Die area | 0.1463 mm² |
| DR DRC count | 0 |
| Net switching power figure | 314.8 µW |
| Share of layout cells above drive strength 1 | 8.350% |
| Aggregate negative setup slack | 0 ps |
| Classification of the worst-slack hold path | in -> out |
| Gate Count Post-Synth | 5894 |
| Total half-perimeter wirelength after legalization and detailed placement | 157.3 mm |
| Number of flops mapped to enable cells by yosys | 0 |
| Layout overhead on the synthesized area | 6.262% |
| Achievable frequency | between 60 and 70 MHz |
| Crit Path Max Fanout | 33 |
| Endpoints failing hold | 0 |
| FILL cells | 15110 |
| Number of global-route vias before repair | 45700 |
| GRT Util Overall | about a third |
| Number of warnings the tools reported | 35 |
| Chip Height | 382.5 µm |
| Final critical delay including setup and external delays | 16430 ps |
| WP data arrival | 10990 ps |
| Vias | 49950 |
| Vias per cell | 6.702 |
| Number of search-and-repair iterations in the first detailed-routing pass | 25 |
| Yosys-reported design area after synthesis | about 0.043 mm² |
| Yosys cell types | 72 |
| Number of unconstrained endpoints | 1024 |
| Floorplan die width | 382.5 µm |
| Cells along the critical path | clkdlybuf4s50_1 > and4b_1 > buf_4 > nand3_1 > buf_4 > nor2_1 > or3_1 > o31ai_1 > nor4_1 > nand4_1 > clkdlybuf4s50_1 |
| Number of top-level pins | 112 |
| Synth Cell Area | approximately 0.043 mm² |
| Maxcap violations | 0 |
| Number of warnings reported in the yosys synthesis log | 0 |
| Number of antenna violations at the first check in global routing | 7 |
| Largest area contributor in the netlist | dlxtp_1 |
| Kind of end point of the critical path | output port |
| Max stage delay cell, worst path | nor4_1 |
| Pin count of the biggest net entering global routing | 106 |
| Total setup violations reported at the end of the flow | 0 |
| Most instantiated cells after synthesis | 1024 x dlxtp_1, 877 x nand2_1, 584 x clkbuf_1 |
| Power density normalized to cell area | 10.04 mW/mm² |
| Synth Flop Type | dlxtp_1 |
| Post-synthesis async set-or-reset flop share | 0% |
| Yosys Instances | 5894 |
| Final weighted congestion in routability-driven placement | 1.066 |
| Top cell type's share of synthesized area | 35.45% |
| Fin worst setup slack | 10770 ps |
| First-pass GRT wire length | around 340 mm |
| Maximum cell stage delay along the critical path | 1130 ps |
| Critical path data required time | 21760 ps |
| Number of buffers inserted for hold repair after clock tree synthesis | 0 |
| Startpoint of the lowest-slack hold path | AR1[2] |
| Core utilization at floorplan | a little under a third |
| Leakage | 19.80 nW |
| Worst hold path depth | 5 |
| Result of the run | completed |
| Pins Over Slew Limit | 0 |
| Switching Fraction | about two thirds |
| Hold Path End | DR1[31] |
| Final clock period utilization by the worst path | 60.42% |
| Cts repair resizes | 0 |
| Floorplan row count | 139 |
| Top cells by area | dlxtp_1 35%, nand2_1 7.6%, o22ai_1 6.6% |
| Post-synthesis cell type with the largest instance count | dlxtp_1 |
-- layout by cell type (no fill, tap or decap), drive strengths merged, types with 64 or more instances in the layout --
cell type      instances
dlxtp               1024
nand2                884
o22ai                459
nor3                 338
nor2                 287
a211oi               276
buf                  262
and3                 246
o21ai                224
mux2i                190
a21oi                172
a311oi               146
o221ai               125
a31oi                118
nor4                  81
clkdlybuf4s50         77
mux2                  76
o211ai                76
nand3                 64
-- worst max path at each step --
| stage | slack (ps) | from | end |
|---|---|---|---|
| 6_report | 10770 | AW[4] | DR1[21] |
| 4_1_cts | 11160 | AW[2] | DR2[7] |
| 5_1_grt | 10920 | AW[4] | DR1[21] |
-- logic make-up after synthesis --
| group | synth area share [%] |
|---|---|
| muxes | 7.178 |
| xor gates and xnor gates | 0.1152 |
| buffers and inverters | 6.501 |
| latches | 35.45 |
| AOI/OAI and AO/OA | 28.17 |
| and+or+nand+nor | 22.64 |
-- metal layers --
layer  global-route usage (%)  vias up  share of wire (%)
li1                         -    21450                  -
met1                    42.30    23590                 37
met2                    45.49     4016                 40
met3                    16.32      878                 15
met4                    20.19       14                7.6
met5                   0.5952        -              0.069
-- power by group through the flow --
| stage | logic, mW | clock network (mW) | registers, mW |
|---|---|---|---|
| 5_1_grt | 0.442 | 0 | 0.0315 |
| 4_1_cts | 0.412 | 0 | 0.0312 |
-- final cells by class --
| type | count | area share (%) |
|---|---|---|
| antenna | 5 | 0.02711 |
| inverter | 36 | 0.2927 |
| multi-input combinational | 4146 | 55.42 |
| sequential | 1024 | 33.31 |
| tap | 1903 | 5.158 |
| timing repair buffer | 339 | 5.795 |
-- metrics by stage --
stage | area (µm²) | hold slack (ps) | cells | total power, mW
6_report | 46160 | 12060 | 7453 | 0.4635
5_1_grt | 46150 | 12140 | 7448 | 0.4734
2_1_floorplan | 43440 | 11080 | 5894 | 0.2315
3_5_place_dp | 46150 | 12040 | 7448 | 0.4416
3_3_place_gp | 46150 | 12060 | 7448 | 0.4414
4_1_cts | 46150 | 12040 | 7448 | 0.4431
-- critical path: cells and delay by family --
kind / cells / cell delay, ps
AOI/OAI and AO/OA: 1 / 110
buffers and inverters: 4 / 2360
and+or+nand+nor: 6 / 3010
Power is estimated from default activity; no workload was simulated.
