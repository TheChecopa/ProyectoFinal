[./design.v]
module memIn
(
input clk,
input [31:0] dir,
output reg [31:0] out,
output reg [31:0] Fetch, prueba,
output  [31:0] Sal, Instruccion
);
reg[6:0] pc;
reg [7:0]mem[0:526];
initial
begin
	 pc = - 7'd4;
end
always@(posedge clk)
begin
	pc = pc+7'd4;
	out=pc;
	prueba=dir;
	Fetch=pc;
end
initial
begin
	 $readmemb("C:\\Users\\Default.DESKTOP-8GME6EK\\Documents\\Seminario de arquitectura\\A10\\archivo.txt",mem,0,27);
end
assign Sal = {mem[dir], mem[dir+1], mem[dir+2], mem[dir+3]};
assign Instruccion = {mem[dir], mem[dir+1], mem[dir+2], mem[dir+3]};
endmodule 
[./run.sh]
#!/bin/bash
# OpenROAD 26Q1-2900-gdf79404cd8, Yosys 0.63+post, stock flow scripts
make -C /OpenROAD-flow-scripts/flow DESIGN_CONFIG=/design/flow/config.mk WORK_HOME=/design/flow/orfs finish
[./config.mk]
export PLATFORM = sky130hd
export DESIGN_NAME = memIn
export DESIGN_NICKNAME = memIn
export VERILOG_FILES = /design/flow/design.v
export SDC_FILE = /design/flow/constraint.sdc
export NUM_CORES = 4
export LEC_CHECK = 1
export CORE_AREA = 10 10 105 105
export DIE_AREA = 0 0 115 115
export SYNTH_HDL_FRONTEND = slang
export SYNTH_MEMORY_MAX_BITS = 65536
[./constraint.sdc]
current_design memIn

set clk_period 1.2
set clk_io_pct 0.2

create_clock -name clk0 -period $clk_period [get_ports {clk}]

set non_clock_inputs [all_inputs -no_clocks]
set_input_delay [expr $clk_period * $clk_io_pct] -clock clk0 $non_clock_inputs
set_output_delay [expr $clk_period * $clk_io_pct] -clock clk0 [all_outputs]
==> run summary <==
layout cells sized above 1 - 9.09%
Final GP Congestion - 0.718
initial DRC count - 16
min-delay worst type - input pin to flop
Worst Setup End Kind - primary output
Finished Cell Area - 2240 sq um
Crit-path slowest cell - dfxtp_2
crit path buf inv count - 2
total number of vias - 948
largest net degree at the start of global routing - 13
Logic pwr share - 8.0%
crit share post-route - 95.3%
met1 Resource Use GR - 6.19%
reg2reg end - Fetch[6]
grt ovf - 0
minimum clock period - 1140 ps
Worst VDD drop - 0.513 mV
startpoint types - flop
R2R setup slack - 120 ps
CP peak stage delay - 330 ps
chip area - 13200 sq um
area growth from synthesis to layout - 30.4%
core box area - 8760 sq um
sequential power share - 54.1%
cell area after synthesis - 1720 sq um
Late-Pin Clk Latency - 280 ps
Fillers - 933
tool warnings - 25
Cell area leaders - buf_4, dfxtp_1, xnor2_1
Synth flops - 37
Root Buffer - clkbuf_8
# Max-Cap Violations - 0
ANT cells - 0
distinct cell type count after synthesis - 8
die y size - 115 um
Seq/Total Area, Yosys - 43.1%
global-route wire length before repair - 5.72 mm
hold path start - dir[4]
syn_area_per_cell - 10.2 sq um
Core Rows - 34
clock sinks - 37
Core Util, Final - 25.6%
status - finished clean
antenna violations before repair - 0
Syn. warnings - 0
HPWL after DPL - 3.83 mm
final hold violation count - 0
Gate Count Post-Synth - 168
TritonRoute pass-1 iters - 2
Worst path top cell family by delay - flip-flops
logic area - 492 sq um
post-synth top area share - 53.7%
clk_skew - 0.519 ps
routed len/inst - 12.0 um
Core Util at FP - 19.6%
top cell type by total area after synthesis - buf_4
Hold Path Depth - 1
net switching fraction of the power - 21.0%
Final Slew Violations - 0
ys cells - 168
worst hold endpoint - prueba[4]
total track usage - 5.39%
die width - 115 um
maximum root-to-sink buffer count - 2
IO Port Bufs - 74
CTS tree - built
CTS clk-pin slew, worst paths - 80 ps
P_sw - 503 uW
Worst Reg-to-Reg Cells - 5
class of the most critical setup path - flop to primary output
H-tree Lvls - 2
reg2reg start - Fetch[2]
PD cells - 1070 nW/um^2
internal power - 1890 uW
Critical path origin - Fetch[2]
TritonCTS buffer count - 5
chip area line of the yosys report - 1720 sq um
final setup fails - 0
placed insts - 345
grt met3 use - 2.43%
vias in the first global route - 1070
non-filler instance count after layout - 361
Detail Route Antenna Nets - 0
CP Cell Sequence - buf_4 > clkdlybuf4s15_1
number of hold buffers added after CTS - 0
CP Max Fanout - 2
data required time of the critical path - 960 ps
met2 Usage GRT - 9.27%
Seq. cell area - 748 sq um
vias per cell - 2.63
Leak - 0.00118 uW
Setup TNS - 0 ps
placed cell areas - 2120 sq um
DRC viols - 0
GRT Max-Usage Layer - met2
Max Clock Freq - 874 MHz
clock network power share - 37.9%
worst path arrival time - 900 ps
io pins - 193
unrepaired setup endpoints after global routing - false
Routed Wire Length - 4.33 mm
==> layer usage <==
| layer | wire length (um) | vias up |
|---|---|---|
| met2 | 2100 | 101 |
| met4 | 40 | 0 |
| met5 | 0 | - |
| met3 | 541 | 4 |
| li1 | - | 435 |
| met1 | 1650 | 408 |
==> repair_timing <==
| item | in CTS | in global routing |
|---|---|---|
| resized | 54 | 0 |
| endpoints found under the setup margin | 42 | 0 |
| setup buffers | 8 | 0 |
==> area by class of cell <==
| class | instances | share of cell area, % |
|---|---|---|
| Multi-Input combinational cell | 124 | 21.9 |
| Inverter | 1 | 0.167 |
| Tap cell | 108 | 6.02 |
| Clock buffer | 6 | 3.68 |
| Clock inverter | 2 | 0.613 |
| Timing Repair Buffer | 83 | 34.2 |
| Sequential cell | 37 | 33.4 |
==> cells in the final DEF, fill, tap and decap left out <==
| master | n |
|---|---|
| xor2_1 | 1 |
| clkbuf_8 | 6 |
| clkdlybuf4s15_1 | 4 |
| buf_6 | 2 |
| xnor2_1 | 2 |
| clkinv_2 | 1 |
| clkdlybuf4s50_1 | 32 |
| inv_1 | 1 |
| dlygate4sd2_1 | 38 |
| buf_4 | 7 |
| nand3_1 | 2 |
| conb_1 | 118 |
| dfxtp_1 | 31 |
| ha_1 | 1 |
| clkinv_4 | 1 |
| dfxtp_2 | 6 |
==> synth_stat cells <==
master,instances
buf_4,123
conb_1,1
dfxtp_1,37
ha_1,1
inv_1,1
nand3_1,2
xnor2_1,2
xor2_1,1
==> how the worst max path moves through the flow <==
stage	cells past startpoint	end	slack, ps
finish	2	Fetch[2]	60
CTS	2	Fetch[2]	40
global route	2	Fetch[2]	20
==> registers in the layout, summed over array words and instances (netlist names) <==
| register | cells |
|---|---|
| Fetch | 5 |
| prueba | 32 |
==> metrics by stage <==
step	power, uW	hold WS (ps)	setup slack [ps]
floorplan	1580	268	350
global placement	1570	474	89.9
detailed placement	1570	472	78.8
CTS	2470	377	42.4
global route	2540	373	17.4
finish	2390	395	56.4
==> power by group through the flow <==
stage	combinational, uW	clock (uW)	sequential [uW]
after CTS	207	967	1290
after global routing	224	1020	1300
final	192	907	1290
==> cells by family after synthesis <==
kind of cell | count (synthesis) | share of synthesized area, %
other | 1 | 0.218
DFF | 37 | 43.1
adders and majority gates | 1 | 0.727
buffers and inverters | 124 | 53.9
and+or+nand+nor | 2 | 0.582
xor gates and xnor gates | 3 | 1.53
No activity file was given, so power comes from the tool's default toggle rates.
